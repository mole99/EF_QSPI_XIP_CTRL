==> /design/flow/design.v <==
`timescale          1ns/1ps
`default_nettype    none
module DMC  #(  parameter   NUM_LINES   = 16, 
                            LINE_SIZE   = 16 ) 
(
    input wire                      clk,
    input wire                      rst_n,
    input wire  [23:0]              A,
    output wire [31:0]              Do,
    output wire                     hit,
    input wire [(LINE_SIZE*8)-1:0]  line,
    input wire                      wr
);
    localparam      LINE_WIDTH  = LINE_SIZE * 8;
    localparam      LINE_WORDS  = LINE_SIZE / 4;
    localparam      INDEX_WIDTH = $clog2(NUM_LINES);
    localparam      OFF_WIDTH   = $clog2(LINE_SIZE);
    localparam      TAG_WIDTH   = 24 - INDEX_WIDTH - OFF_WIDTH;
    reg [(LINE_WIDTH - 1): 0]   LINES   [(NUM_LINES-1):0];
    reg [(TAG_WIDTH - 1) : 0]   TAGS    [(NUM_LINES-1):0];
    reg                         VALID   [(NUM_LINES-1):0];
    wire [(OFF_WIDTH - 1) : 0]  offset      =   A[(OFF_WIDTH - 1): 0];
    wire [(OFF_WIDTH - 3) : 0]  word_offset =   offset[(OFF_WIDTH - 1) : 2];
    wire [(INDEX_WIDTH -1): 0]  index       =   A[(OFF_WIDTH+INDEX_WIDTH-1): (OFF_WIDTH)];
    wire [(TAG_WIDTH-1)   : 0]  tag         =   A[23:(OFF_WIDTH+INDEX_WIDTH)];
    assign  hit =   VALID[index] & (TAGS[index] == tag);
    assign Do = LINES[index][word_offset*32 +: 32];
    integer i;
    always @ (posedge clk or negedge rst_n)
        if(rst_n == 1'b0) 
            for(i=0; i<NUM_LINES; i=i+1)
                VALID[i] <= 1'b0;
        else  
            if(wr)
                VALID[index]    <= 1'b1;
    always @(posedge clk)
        if(wr) begin
            LINES[index]    <= line;
            TAGS[index]     <= tag;
        end
endmodule
`timescale          1ns/1ps
`default_nettype    none
module FLASH_READER_QSPI #(parameter LINE_SIZE   = 16)(
    input   wire                        clk,
    input   wire                        rst_n,
    input   wire [23:0]                 addr,
    input   wire                        rd,
    output  wire                        done,
    output  wire [(LINE_SIZE*8)-1: 0]   line,      
    output  reg                         sck,
    output  reg                         ce_n,
    input   wire [3:0]                  din,
    output  wire [3:0]                  dout,
    output  wire                        douten
);
    localparam LINE_BYTES = LINE_SIZE;
    localparam LINE_CYCLES = LINE_BYTES * 8;
    localparam  IDLE =  1'b0, 
                READ =  1'b1;
    reg         state, nstate;
    (* keep *) reg [7:0]   counter;
    reg [23:0]  saddr;
    reg [7:0]   data [LINE_BYTES-1 : 0]; 
    reg         first;
    wire[7:0]   EBH = 8'heb;
    wire [7:0] data_0 = data[0];
    wire [7:0] data_1 = data[1];
    wire [7:0] data_15 = data[15];
    always @*
        case (state)
            IDLE:   if(rd) 
                        nstate = READ; 
                    else 
                        nstate = IDLE;
            READ:   if(done) 
                        nstate = IDLE; 
                    else 
                        nstate = READ;
        endcase 
    always @ (posedge clk or negedge rst_n)
        if(!rst_n) first <= 1'b1;
        else if(first & done) first <= 0;
    always @ (posedge clk or negedge rst_n)
        if(!rst_n) state <= IDLE;
        else state <= nstate;
    always @ (posedge clk or negedge rst_n)
        if(!rst_n) sck <= 1'b0;
        else if(~ce_n) sck <= ~ sck;
        else if(state == IDLE) sck <= 1'b0;
    always @ (posedge clk or negedge rst_n)
        if(!rst_n) ce_n <= 1'b1;
        else if(state == READ) ce_n <= 1'b0;
        else ce_n <= 1'b1;
    always @ (posedge clk or negedge rst_n)
        if(!rst_n) counter <= 8'b0;
        else if(sck & ~done) counter <= counter + 1'b1;
        else if(state == IDLE) 
            if(first) counter <= 8'b0;
            else counter <= 8'd8;
    always @ (posedge clk or negedge rst_n)
        if(!rst_n) saddr <= 24'b0;
        else if((state == IDLE) && rd) saddr <= addr;
    always @ (posedge clk)
        if(counter >= 20 && counter <= 19+LINE_BYTES*2)
            if(sck) 
                data[counter/2 - 10] <= {data[counter/2 - 10][3:0], din};  
    assign dout     =   (counter < 8)   ?   {3'b0, EBH[7 - counter]}    :
                        (counter == 8)  ?   saddr[23:20]                : 
                        (counter == 9)  ?   saddr[19:16]                :
                        (counter == 10) ?   saddr[15:12]                :
                        (counter == 11) ?   saddr[11:8]                 :
                        (counter == 12) ?   saddr[7:4]                  :
                        (counter == 13) ?   saddr[3:0]                  :
                        (counter == 14) ?   4'hA                        :
                        (counter == 15) ?   4'h5                        : 
                                            4'h0;    
    assign douten   = (counter < 20);
    assign done     = (counter == 19+LINE_BYTES*2);
    generate
        genvar i; 
        for(i=0; i<LINE_BYTES; i=i+1)
            assign line[i*8+7: i*8] = data[i];
    endgenerate
endmodule
module FLASH_RESET #(parameter RESET_CYCLES=1023) (
    input   wire            clk,
    input   wire            rst_n,
    input   wire            start,
    output  wire            done,
    output  wire            sck,
    output  wire            ce_n,
    input   wire [3:0]      din,
    output  wire [3:0]      dout,
    output  wire            douten
);
    wire[7:0]   C66 = 8'h66;
    wire[7:0]   C99 = 8'h99;
    reg[11:0]   counter;
    reg         ck;
    reg         idle;
    always @(posedge clk or negedge rst_n)
        if(!rst_n)  
            idle <= 1'b1;
        else if(start)   
            idle <= 1'b0;
    always @(posedge clk or negedge rst_n)
        if(!rst_n)
            ck <= 1'b0;
        else
            if(counter < RESET_CYCLES)
                ck <= ~ck;
    always @(posedge clk or negedge rst_n)
        if(!rst_n)
            counter <= 5'b0;
        else 
            if((idle == 1'b0) && (counter < RESET_CYCLES) && (ck == 1'b1))
                counter <= counter + 1;
    reg ce_n_reg;
    reg d_o_reg;
    always @(posedge clk or negedge rst_n)
        if(!rst_n)begin
            ce_n_reg <= 1'b1;
            d_o_reg <= 1'b0;
        end
        else begin
            if (ck == 1'b1) begin
                ce_n_reg    <=   (counter > 10'd0 && counter < 10'd9)  ?   1'b0 :
                            (counter > 10'd11 && counter < 10'd20)?   1'b0 :1'b1;
                d_o_reg     <=   (counter > 10'd0  && counter < 10'd9)  ?   C66[counter-1] :
                            (counter > 10'd11 && counter < 10'd20) ?   C99[counter-12] :1'b0;
            end
        end
    assign ce_n = ce_n_reg;
    wire d_o = d_o_reg;
    assign  dout    =   {3'b0, d_o};
    assign  done    =   (counter == RESET_CYCLES);
    assign  douten  =   1'b1;
    assign  sck     =   ck & ~ce_n;
endmodule
module EF_QSPI_XIP_CTRL #( parameter    NUM_LINES   = 16, 
                                        LINE_SIZE   = 16,
                                        RESET_CYCLES= 1023 ) 
(
    input   wire                        clk,
    input   wire                        rst_n,
    input   wire [23:0]                 addr,
    input   wire                        rd,
    output  wire                        done,
    output  wire [(LINE_SIZE*8)-1: 0]   line,      
    output  wire                        sck,
    output  wire                        ce_n,
    input   wire [3:0]                  din,
    output  wire [3:0]                  dout,
    output  wire                        douten
);
    reg         first;
    reg         d_first;
    reg         rd_rd_;
    wire        rd_done;
    wire        rst_done;
    wire        rd_sck;
    wire        rd_ce_n;
    wire [3:0]  rd_din;
    wire [3:0]  rd_dout;
    wire        rd_douten;
    wire        rst_sck;
    wire        rst_ce_n;
    wire [3:0]  rst_din;
    wire [3:0]  rst_dout;
    wire        rst_douten;
    assign      done    = rd_done;
    assign      sck     = first ? rst_sck       :   rd_sck;
    assign      ce_n    = first ? rst_ce_n      :   rd_ce_n;
    assign      dout    = first ? rst_dout      :   rd_dout;
    assign      douten  = first ? rst_douten    :   rd_douten;
    assign      rd_din  = din;
    always @ (posedge clk or negedge rst_n)
        if(!rst_n) 
            rd_rd_ <= 1'b0;
        else if(rst_done) 
            rd_rd_ <= 1'b1;
        else if(rd_rd_) 
            rd_rd_ <= 1'b0; 
    wire    rd_rd = d_first ? rd_rd_ : rd;
    always @ (posedge clk or negedge rst_n)
        if(!rst_n) 
            first <= 1'b1;
        else if(rst_done) 
            first <= 1'b0;
    always @ (posedge clk or negedge rst_n)
        if(!rst_n) 
            d_first <= 1'b1;
        else 
            d_first <= first;
    FLASH_READER_QSPI #(.LINE_SIZE(LINE_SIZE)) 
    READER (
        .clk(clk),
        .rst_n(rst_n),
        .addr(addr),
        .rd(rd_rd),
        .done(rd_done),
        .line(line),
        .sck(rd_sck), 
        .ce_n(rd_ce_n), 
        .din(rd_din), 
        .dout(rd_dout), 
        .douten(rd_douten)  
    );
    FLASH_RESET #(.RESET_CYCLES(RESET_CYCLES))
    RESET (
        .clk(clk),
        .rst_n(rst_n),
        .start(rd),
        .done(rst_done),
        .sck(rst_sck), 
        .ce_n(rst_ce_n), 
        .din(rst_din), 
        .dout(rst_dout), 
        .douten(rst_douten)  
    );
    assign rst_din = '0;
endmodule
`timescale          1ns/1ps
`default_nettype    none
module EF_QSPI_XIP_CTRL_AHBL #(parameter    NUM_LINES   = 16, 
                                            LINE_SIZE   = 32, 
                                            RESET_CYCLES= 999 )
(
    input   wire                HCLK,
    input   wire                HRESETn,
    input   wire                HSEL,
    input   wire [31:0]         HADDR,
    input   wire [1:0]          HTRANS,
    input   wire                HWRITE,
    input   wire                HREADY,
    output  reg                 HREADYOUT,
    output  wire [31:0]         HRDATA,
    output  wire                sck,
    output  wire                ce_n,
    input   wire [3:0]          din,
    output  wire [3:0]          dout,
    output  wire [3:0]          douten     
);
    localparam [1:0]    IDLE    =   2'b00;
    localparam [1:0]    WAIT    =   2'b01;
    localparam [1:0]    RW      =   2'b10;
    localparam      OFF_WIDTH   = $clog2(LINE_SIZE);
    wire [31:0]                 c_datao;
    wire [(LINE_SIZE*8)-1:0]    c_line;
    wire                        c_hit;
    reg [2:0]                   c_wr;
    wire [23:0]                 c_A;
    wire                        fr_rd;
    wire                        fr_done;
    wire                        doe;
    reg [1:0]   state, nstate;
    reg             last_HSEL;
    reg [31:0]      last_HADDR;
    reg             last_HWRITE;
    reg [1:0]       last_HTRANS;
    reg             last_valid;
    wire            valid = HSEL & HTRANS[1] & HREADY;
    always@ (posedge HCLK or negedge HRESETn) 
    begin
        if(~HRESETn) begin
            last_HSEL   <= 'b0;
            last_HADDR  <= 'b0;
            last_HWRITE <= 'b0;
            last_HTRANS <= 'b0;
            last_valid  <= 'b0;
        end
        else if(HREADY) begin
            last_HSEL   <= HSEL;
            last_HADDR  <= HADDR;
            last_HWRITE <= HWRITE;
            last_HTRANS <= HTRANS;
            last_valid  <= valid;
        end
    end
    always @ (posedge HCLK or negedge HRESETn)
        if(HRESETn == 0) 
            state <= IDLE;
        else 
            state <= nstate;
    always @* begin
        nstate = IDLE;
        case(state)
            IDLE :  if(valid & c_hit) 
                            nstate = IDLE;
                        else if(valid & ~c_hit) 
                            nstate = WAIT;
            WAIT :  if(c_wr[2]) 
                            nstate = RW; 
                        else  
                            nstate = WAIT;
            RW   :   nstate = IDLE;
        endcase
    end
    always @(posedge HCLK or negedge HRESETn)
        if(!HRESETn) 
            HREADYOUT <= 1'b1;
        else
            case (state)
                IDLE :  if(valid & c_hit) 
                            HREADYOUT <= 1'b1;
                        else if(valid & ~c_hit) 
                            HREADYOUT <= 1'b0;
                        else 
                            HREADYOUT <= 1'b1;
                WAIT :  HREADYOUT <= 1'b0;
                RW   :  HREADYOUT <= 1'b1;
            endcase
    assign fr_rd        =   ( HTRANS[1] & HSEL & HREADY & ~c_hit & (state==IDLE) ) |
            ( HTRANS[1] & HSEL & HREADY & ~c_hit & (state==RW) );
    assign c_A          =   (state != IDLE) ? last_HADDR[23:0] : HADDR;
    DMC #(  .NUM_LINES(NUM_LINES), 
            .LINE_SIZE(LINE_SIZE) ) 
    CACHE ( 
            .clk(HCLK), 
            .rst_n(HRESETn), 
            .A(c_A),
            .Do(c_datao), 
            .hit(c_hit), 
            .line(c_line), 
            .wr(c_wr[1]) 
        );
    EF_QSPI_XIP_CTRL #(     .NUM_LINES(NUM_LINES), 
                            .LINE_SIZE(LINE_SIZE), 
                            .RESET_CYCLES(RESET_CYCLES) )   
    FC (   
            .clk(HCLK), 
            .rst_n(HRESETn), 
            .addr({c_A[23:OFF_WIDTH], {OFF_WIDTH{1'b0}}}), 
            .rd(fr_rd), 
            .done(fr_done), 
            .line(c_line),
            .sck(sck), 
            .ce_n(ce_n), 
            .din(din), 
            .dout(dout), 
            .douten(doe) 
        );
    reg [31:0] cdata;
    assign HRDATA   = cdata;
    always @(posedge HCLK)
        case (state)
            IDLE: if(valid & c_hit) cdata <= c_datao;
            WAIT: if(c_wr[1]) cdata <= c_datao;
        endcase
    always @ (posedge HCLK or negedge HRESETn) 
        if(~HRESETn)
            c_wr <= 'b0;
        else begin
            c_wr[0] <= fr_done;
            c_wr[1] <= c_wr[0];
            c_wr[2] <= c_wr[1];
        end
    assign douten = {4{doe}};
endmodule
==> /design/flow/run.sh <==
#!/bin/bash
# OpenROAD 26Q1-2900-gdf79404cd8, Yosys 0.63+post, stock flow scripts
make -C /OpenROAD-flow-scripts/flow DESIGN_CONFIG=/design/flow/config.mk WORK_HOME=/design/flow/orfs finish
==> /design/flow/config.mk <==
export PLATFORM = sky130hd
export DESIGN_NAME = EF_QSPI_XIP_CTRL_AHBL
export DESIGN_NICKNAME = EF_QSPI_XIP_CTRL_AHBL
export VERILOG_FILES = /design/flow/design.v
export SDC_FILE = /design/flow/constraint.sdc
export NUM_CORES = 4
export LEC_CHECK = 1
export CORE_UTILIZATION = 40
export SYNTH_MEMORY_MAX_BITS = 65536
==> /design/flow/constraint.sdc <==
current_design EF_QSPI_XIP_CTRL_AHBL

set clk_period 101.1
set clk_io_pct 0.2

create_clock -name clk0 -period $clk_period [get_ports {HCLK}]

set non_clock_inputs [all_inputs -no_clocks]
set_input_delay [expr $clk_period * $clk_io_pct] -clock clk0 $non_clock_inputs
set_output_delay [expr $clk_period * $clk_io_pct] -clock clk0 [all_outputs]
==> metrics.cfg <==
[setup_path]
regToRegStartpoint=state[0]$_DFF_PN0_
crit_family=buffers and inverters
cp-end-kind=register
crit_fanout=33
reg2reg_setup_slack_ns=93.57
crit_chain=clkdlybuf4s50_1 -> buf_4 -> mux2i_4 -> buf_4 -> buf_4 -> buf_4 -> buf_4 -> buf_4 -> buf_4 -> mux4_2 -> a22oi_1 -> nand3_1 -> and3_1 -> nor3_1 -> a21oi_1
cpMaxStageDelayCell=buf_4
cp-startpoint=HADDR[5]
crit_top_cell=buf_4
r2r_end=cdata[6]$_DFFE_PP_
critPathRequiredTime_ns=101.78
critPathKind=input pin to register
crit_arrival_ns=26.81
slowest_delay_ns=0.67
r2r_cells=15
crit_path_start_kind=input pin
crit_buf_inv=8

[power_and_ir_drop]
power.leakage_nw=62.6
peakVddDrop_mv=0.0177
powerDensity_nw_per_um2=19.9

[grt]
grt_use_met3_pct=20.8
grt_pass1_vias=95500
use_met2_pct=32.8
globalRouteMet1Util_pct=24.2
busiest_layer=met2
overflow=0
grt_usage_pct=22.5
grt_pass1_wl_mm=660
grt_start_max_net_pins=90
grt_antenna_before_repair=10

[logic_synthesis]
edf_count=4624
synth_cells=7860
netlist_area_um2=179000
post-synth-top-count-cell=edfxtp_1
synth.avg_cell_area_um2=22.8
ys_cells=7860
largest_area_cell=edfxtp_1
synth_flops=4718
synth.area.top_cells=edfxtp_1 78%, mux4_2 14%, a22oi_1 2.2%, dfrtp_1 1.2%, clkbuf_1 0.56%
top_area_share_pct=77.7
top_cells_by_count=4624 x edfxtp_1, 1097 x mux4_2, 514 x a22oi_1
seq_area_frac_synth_pct=79.0
synth-warning-count=6
ff_type=edfxtp_1
netlist-cell-type-count=69
ys_chip_area_um2=179000
async_flop_share_pct=1.99

[floorplan]
chipArea_um2=450000
dieWidth_um=671
io_pins=86
die_h_um=671
rows=245
fp_util_pct=40.2
core_area_um2=445000

[detailed_routing]
drc=0
wl_per_cell_um=31.3
drt-vias-per-instance=5.82
drt_pass1_iterations=5
route.vias.total=85000
finalWirelength_mm=458
drtIter0Drc=5332
ant_nets=0

[cells_and_area]
largest-register=CACHE.LINES
fillCellCount=35900
post-route-util_pct=45.6
area_delta_synth_final_pct=13.4
top_regs=CACHE.LINES x4096, FC.READER.data x256, CACHE.TAGS x240
largest_reg_flops=4096
drive_above_1_share_pct=25.5

[clocking]
cts_htree_levels=5
postCtsHoldBufs=0
cts_sinks=4718
clk-insertion-delay-late_ns=1.02
numCtsBuffers=463
ctsResizeCount=0
cts.path.max_buffers=4
cts_root_buf=clkbuf_16
cts_setup_buffers=0
cts_tree=done
path_clk_slew_ns=0.06

[final_timing]
post-route-period-util_pct=25.8
finalSetupViolCount=0
worstMarginPinSlew_ns=1.07
finalMaxSlewViolations=0
setup_tns_ns=0
relSlewSlack_pct=28.7
skew_ns=0.112
rsz0062_at_grt=false
period_needed_ns=26.13
max_freq_mhz=38.3
hold_viol=0

[placed_design]
gp_congestion=0.851
dp_hpwl_mm=242
io_buffers=73

[hold_path]
whs_path_depth=0
hold_start=c_wr[0]$_DFF_PN0_
hold_path_class=register to register
hold_path_end=c_wr[1]$_DFF_PN0_

[status]
status=finished clean

[job]
drv_cap=0
warning_count=52

## cell families (layout without fill, tap and decap cells)
family | count (synthesis) | in the layout | share of synthesized area, %
XOR/XNOR | 33 | 33 | 0.162
AND-OR/OR-AND | 824 | 824 | 3.39
other | 0 | 11 | 0
multiplexers | 1180 | 1180 | 14.4
buffers and inverters | 510 | 1330 | 1.21
flip-flops | 4718 | 4718 | 79.0
AND/OR/NAND/NOR | 575 | 575 | 1.74
adder cells (fa/ha/maj) | 20 | 20 | 0.140
## worst register-to-register path, cell delays in order (launching register included)
cell	delay, ns
dfrtp_1	0.40
inv_1	0.13
ha_4	0.56
mux2i_4	0.63
buf_4	0.57
buf_4	0.67
buf_4	0.69
buf_4	0.58
buf_4	0.65
buf_4	0.54
mux4_2	0.59
a22oi_1	0.23
nand3_1	0.09
and3_1	0.19
nor3_1	0.56
a21oi_1	0.14
## layout make-up
| class | instances | area [µm²] | area share [%] |
|---|---|---|---|
| clock inverter | 275 | 2570 | 1.27 |
| sequential | 4718 | 141000 | 69.6 |
| clock buffer | 585 | 12200 | 6.00 |
| tap | 5928 | 7420 | 3.66 |
| multi-input combinational | 2632 | 35700 | 17.6 |
| antenna | 11 | 27.5 | 0.0136 |
| timing repair buffer | 427 | 3600 | 1.77 |
| inverter | 43 | 161 | 0.0796 |
## per-stage QoR
step / setup slack [ns] / hold WS [ns] / total power, W / cell area, µm² / cells
3_3_place_gp: 73.77 / 0.334 / 0.00242 / 188000 / 13700
2_1_floorplan: 66.77 / 0.331 / 0.00234 / 179000 / 7860
6_report: 74.97 / 0.363 / 0.00404 / 203000 / 14600
5_1_grt: 74.29 / 0.368 / 0.00416 / 203000 / 14600
3_5_place_dp: 73.76 / 0.346 / 0.00242 / 188000 / 13700
4_1_cts: 74.80 / 0.360 / 0.00407 / 203000 / 14600
## power breakdown
part	switching [W]	internal (W)	total, W
clock network	0.000718	0.000948	0.00167
registers	0.000000976	0.00212	0.00212
logic	0.000146	0.000107	0.000254
## cells in the final DEF (no fill, tap or decap), types with 16 or more instances in the layout
master	n
mux4_2	1097
o21bai_1	18
buf_4	337
dfrtp_1	85
clkinv_1	123
a311oi_1	64
nor2_1	89
nand3_1	158
bufinv_16	38
a31oi_1	53
o21ai_0	30
and3_1	97
inv_1	43
xnor2_1	24
a21oi_1	44
buf_12	18
clkdlybuf4s50_1	69
ha_1	19
nor4b_1	17
o31a_1	18
nor3_1	39
clkbuf_1	114
edfxtp_1	4624
a21o_1	17
or2_2	16
a22oi_1	514
mux2_2	53
clkinv_2	78
nor4_1	19
clkbuf_16	468
mux2_4	20
nand2_1	51
nor2_4	16
## per-layer routing
layer | vias up | share of wire, % | routed length [µm]
li1 | 34700 | - | -
met1 | 42500 | 30 | 135000
met2 | 6973 | 47 | 215000
met3 | 789 | 20 | 93800
met4 | 24 | 3.0 | 13600
met5 | - | 0.10 | 475
## worst max-delay path by stage
stage / end / cells past startpoint / slack, ns
CTS: cdata[6]$_DFFE_PP_ / 15 / 74.80
global route: cdata[6]$_DFFE_PP_ / 15 / 74.29
finish: cdata[6]$_DFFE_PP_ / 15 / 74.97
No activity file was given, so power comes from the tool's default toggle rates.
